<file path="./config.mk">
export PLATFORM = sky130hd
export DESIGN_NAME = ex
export DESIGN_NICKNAME = ex
export VERILOG_FILES = /design/flow/design.v
export SDC_FILE = /design/flow/constraint.sdc
export NUM_CORES = 4
export LEC_CHECK = 1
export CORE_UTILIZATION = 40
</file>
<file path="./design.v">
`timescale 1ns / 1ps
`timescale 1ns / 1ps
module ex(
	input wire rst,
	input wire [6:0] opcode_i,
	input wire [14:12] funct3_i,
	input wire [31:25] funct7_i,
	input wire [31:0] reg1_i, reg2_i,
	input wire [4:0] wd_i,
	input wire wreg_i,
	input wire [11:0] offset,	 
	output reg [4:0] wd_o,
	output reg wreg_o,
	output reg [31:0] wdata_o,
	output reg stallreq,
	output reg [6:0] opcode_o,	 
	output reg [14:12] funct3_o,	 
	output reg [31:0] mem_addr,
	output reg [31:0] mem_reg_data
    );
    wire [31:0] reg2_i_mux;
    wire [31:0] result_sum;
    wire reg1_lt_reg2;
    assign reg2_i_mux = ((funct3_i == 3'b000) || (funct3_i == 3'b010)) ? (~reg2_i) + 1 : reg2_i;
    assign result_sum = reg1_i + reg2_i_mux;
    assign reg1_lt_reg2 = (funct3_i == 3'b010) ? ((reg1_i[31] && !reg2_i[31]) || (!reg1_i[31] && !reg2_i[31] && result_sum[31]) || (reg1_i[31] && reg2_i[31] && result_sum[31])) : (reg1_i < reg2_i);
    always @ (*)
    begin
    	stallreq = 1'b0;
    	wd_o = wd_i;
    	wreg_o = wreg_i;
    	opcode_o = 7'b0000000;
    	funct3_o = 3'b000;
    	if (rst == 1'b1)
    		wdata_o = 32'h00000000;
    	else
    	begin
    		case (opcode_i)
    			7'b0010011:
    			begin
    				case (funct3_i)
    					3'b111:
    						wdata_o = reg1_i & reg2_i;
    					3'b110:
    						wdata_o = reg1_i | reg2_i;
    					3'b100:
    						wdata_o = reg1_i ^ reg2_i;
    					3'b000:
    						wdata_o = reg1_i + reg2_i;
    					3'b010:
    						wdata_o = reg1_lt_reg2;
    					3'b011:
    						wdata_o = reg1_lt_reg2;
    					3'b001:
    						wdata_o = reg1_i << reg2_i[4:0];
    					3'b101:
    					begin
    						case (funct7_i)
    							7'b0000000:
    								wdata_o = reg1_i >> reg2_i[4:0];
    							7'b0100000:
    								wdata_o = ({32{reg1_i[31]}} << (6'd32 - {1'b0, reg2_i[4:0]})) | (reg1_i >> reg2_i[4:0]);
       						endcase
    					end
    					default:
    						wdata_o = 32'h00000000;
    				endcase
    			end
    			7'b0110111:
    				wdata_o = reg1_i;
    			7'b0010111:
    				wdata_o = reg1_i;
    			7'b0110011:
    			begin
    				case (funct3_i)
    					3'b000:
    					begin
    						case (funct7_i)
    							7'b0000000:
    								wdata_o = reg1_i + reg2_i;
    							7'b0100000:
    								wdata_o = result_sum;
    						endcase
    					end
    					3'b010:
    						wdata_o = reg1_lt_reg2;
    					3'b011:
    						wdata_o = reg1_lt_reg2;
    					3'b111:
    						wdata_o = reg1_i & reg2_i;
    					3'b110:
    						wdata_o = reg1_i | reg2_i;
    					3'b100:
    						wdata_o = reg1_i ^ reg2_i;
    					3'b001:
    						wdata_o = reg1_i << reg2_i[4:0];
    					3'b101:
    					begin
    						case (funct7_i)
    							7'b0000000:
									wdata_o = reg1_i >> reg2_i[4:0];
								7'b0100000:
									wdata_o = ({32{reg1_i[31]}} << (6'd32 - {1'b0, reg2_i[4:0]})) | (reg1_i >> reg2_i[4:0]);
    						endcase
    					end
       				endcase
    			end
    			7'b1101111:
    				wdata_o = reg1_i;
    			7'b1100111:
    				wdata_o = reg1_i;
    			7'b0000011:
    			begin
    				mem_addr = reg1_i + reg2_i;
    				opcode_o = opcode_i;
    				funct3_o = funct3_i;
    			end
    			7'b0100011:
    			begin
    				mem_reg_data = reg2_i;
    				mem_addr = reg1_i + offset;
    				opcode_o = opcode_i;
    				funct3_o = funct3_i;
    			end
				default:
				wdata_o = 32'h00000000;
			endcase
    	end
    end
endmodule
</file>
<file path="./run.sh">
#!/bin/bash
# OpenROAD 26Q1-2900-gdf79404cd8, Yosys 0.63+post, stock flow scripts
make -C /OpenROAD-flow-scripts/flow DESIGN_CONFIG=/design/flow/config.mk WORK_HOME=/design/flow/orfs finish
</file>
<file path="./constraint.sdc">
current_design ex

set clk_period 2.9
set clk_io_pct 0.2

create_clock -name clk0 -period $clk_period

set non_clock_inputs [all_inputs -no_clocks]
set_input_delay [expr $clk_period * $clk_io_pct] -clock clk0 $non_clock_inputs
set_output_delay [expr $clk_period * $clk_io_pct] -clock clk0 [all_outputs]
</file>
==> impl_metrics.yaml <==
# flow metrics
run_status:
  outcome: "complete, no violations"
worst_setup_path:
  path_class: "input port to output port"
  worst_ep_arrival_time_ns: 2.08
  crit_path_start_kind: "input port"
  crit_start: "opcode_i[2]"
  path_max_fanout: 3
  worst_ep_required_time_ns: 2.32
  crit_path_end_kind: "output port"
  crit_path_end: "opcode_o[5]"
timing:
  fmax_mhz: 376
  period_used_pct: 91.8
  final_max_slew_viol_count: 0
  relSlewSlack_pct: 35.5
  min_period_ns: 2.66
  fin_hold_ws_ns: 1.16
  worst_pin_slew_ns: 0.953
  unconstrained_endpoints: 192
  setup_viol: 0
  hold_viol: 0
  rsz0062_at_grt: "false"
  unclocked_regs: 96
cells_and_area:
  stdcell_area_mm2: 0.0166
  finalCoreUtilization_pct: 47.8
  area_growth_pct: 17.2
  fillers: 3475
  instances_no_fill: 2518
  drive_above_1_share_pct: 8.44
power:
  powerDensity_mw_per_mm2: 211
  p_sw_share_pct: 58.4
  static-leakage-power_uw: 0.00679
  netSwitchingPower_uw: 2040
  peakVddDrop_mv: 0.121
  p_int_uw: 1450
grt:
  grt_pass1_vias: 15400
  grt_max_degree: 54
  grt_pass1_wl_um: 104000
  antenna_found_initial: 2
  track_usage_pct: 39.9
  grt_overflow: 0
synthesis:
  avgSynthCellArea_um2: 7.23
  numSynthFlops: 96
  ys_warn_count: 1
  edf_count: 0
  synthCells: 1955
  synthArstFlopShare_pct: 0
  netlist.top_cell.by_area: "ha_1"
  ys_cells: 1955
  top_cells_by_area: "ha_1 (12%), dlxtn_1 (10%), mux4_2 (8.0%)"
  top_cell_area_share_pct: 12.3
  ys.flop_type: "dlxtn_1"
  synthesis.area_mm2: 0.0141
  yosys_area_mm2: 0.0141
  ys_types: 90
floorplan:
  rows: 68
  core_area_mm2: 0.0346
  dieArea_mm2: 0.0361
  die_x_um: 190
  io_pins: 213
  initial_core_util_pct: 40.8
  die_h_um: 190
placed_design:
  place_area_mm2: 0.0165
  placed_cells: 2511
  port_buffers: 196
  place_congestion: 1.06
  dp_hpwl_um: 55800
job:
  cap_violations: 0
  warnings: 97
min_path:
  hp-class: "input port to output port"
detailed_routing:
  drt_iter0_drc: 1773
  drc: 0
  drt.antenna.violating_nets: 0
  routed_wl_um: 71700
  routedWlPerCell_um: 28.5
  vias: 16600
  vias_per_cell: 6.59
  first_pass_iters: 8
clock_network:
  hold_buffers: 0
logic make-up (layout without fill, tap and decap cells):
logic type / count (synthesis) / after routing / share of synthesized area, %
fa+ha+maj: 142 / 142 / 12.7
other cells: 1 / 7 / 0.0265
latches: 96 / 96 / 10.2
simple gates: 577 / 577 / 19.0
compound gates: 608 / 608 / 28.6
xor+xnor: 111 / 111 / 6.93
buf+inv: 278 / 380 / 7.85
mux: 142 / 142 / 14.7
synthesized netlist by cell type (all sizes together) (23+ instances only):
master  count
a211oi     33
a21o       23
a21oi     146
a22o       23
a31oi      25
buf        42
clkbuf    115
dlxtn      96
ha        139
inv       121
mux2i      73
mux4       50
nand2     167
nand3      42
nand4      25
nor2      192
nor3       47
o21ai     143
xnor2      90
state kept, by name, indices dropped and copies added (netlist names):
name and flops:
mem_reg_data 32, wdata_o 32, mem_addr 32
area by class of cell:
cell class	instances	area, µm²	share of cell area, %
sequential	96	1440	8.70
timing repair buffer	259	2450	14.8
inverter	121	454	2.74
multi-input combinational	1585	11600	70.3
antenna	2	5.00	0.0302
tap	455	569	3.44
stage by stage:
step	setup slack, ns	TNS, ns	total power [µW]
floorplan	0.364	0	2050
global placement	-0.0970	-0.0970	3380
detailed placement	-0.0675	-0.0675	3360
CTS	-0.0111	-0.0111	3390
global route	0.160	0	3690
finish	0.238	0	3490
power groups by stage:
stage	clock, µW	combinational [µW]	sequential [µW]
5_1_grt	0	3500	193
4_1_cts	0	3200	184
cells in the final DEF (no fill, tap or decap), types with 9 or more instances in the layout:
cell,synthesis,final
nor2_1,192,190
clkdlybuf4s50_1,0,188
nand2_1,167,165
a21oi_1,146,145
ha_1,139,139
o21ai_0,137,137
inv_1,120,120
dlxtn_1,96,96
xnor2_1,89,89
mux2i_1,72,72
buf_4,11,63
mux4_2,50,50
nor3_1,46,44
nand3_1,42,42
a211oi_1,33,32
nand4_1,25,25
a31oi_1,25,25
a21o_1,23,23
a22o_1,23,23
a22oi_1,21,21
xor2_1,21,21
mux2_2,19,19
o31ai_1,18,18
o211ai_1,18,18
a221oi_1,17,17
nor2b_1,15,15
o221ai_1,14,14
o21a_1,13,13
nor4_1,12,12
and2_1,12,12
and3_1,11,11
o22ai_1,11,11
or2_2,10,10
or3_1,9,9
layer usage:
layer	vias up	global-route usage, %	part of all wire [%]
met3	157	8.60	11
met2	1092	57.6	42
li1	7404	-	-
met4	0	11.8	3.6
met5	-	0	0
met1	7953	59.8	43
timing repair:
item / CTS / global route
endpoints found under the setup margin: 1 / 4
setup buffers: 2 / 3
pin swaps: 2 / 3
gates resized: 2 / 9
worst min-delay path by stage:
| stage | startpoint | to | slack [ns] | cells after the start |
|---|---|---|---|---|
| 5_1_grt | wreg_i | wreg_o | 1.16 | 0 |
| 4_1_cts | wd_i[0] | wd_o[0] | 1.16 | 0 |
| 6_report | wd_i[0] | wd_o[0] | 1.16 | 0 |
worst max-delay path, stage by stage:
cell and delay, ns:
dlymetal6s2s_1 0.12, and3b_2 0.26, nand2_2 0.07, nor3_2 0.17
buf_4 0.15, nand2_4 0.06, buf_12 0.14, inv_1 0.06
clkdlybuf4s50_1 0.45
Power and IR drop assume default switching activity.
