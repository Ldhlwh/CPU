File: ./config.mk
export PLATFORM = sky130hd
export DESIGN_NAME = regfile
export DESIGN_NICKNAME = regfile
export VERILOG_FILES = /design/flow/design.v
export SDC_FILE = /design/flow/constraint.sdc
export NUM_CORES = 4
export LEC_CHECK = 1
export CORE_UTILIZATION = 50
File: ./constraint.sdc
current_design regfile

set clk_period 8.6
set clk_io_pct 0.2

create_clock -name clk0 -period $clk_period

set non_clock_inputs [all_inputs -no_clocks]
set_input_delay [expr $clk_period * $clk_io_pct] -clock clk0 $non_clock_inputs
set_output_delay [expr $clk_period * $clk_io_pct] -clock clk0 [all_outputs]
File: ./design.v
`timescale 1ns / 1ps
module regfile(
	input wire clk,
	input wire rst,
	input wire we,
	input wire [4:0] waddr,
	input wire [31:0] wdata,
	input wire re1,
	input wire [4:0] raddr1,
	output reg [31:0] rdata1,
	input wire re2,
	input wire [4:0] raddr2,
	output reg [31:0] rdata2
    );
    reg [31:0] regs [31:0];
    initial
    	regs[0] = 32'h00000000;
    always @ (*)
    begin
    	if (rst == 1'b0)
    	begin
    		if ((we == 1'b1) && (waddr != 5'b00000))
    		begin
    			regs[waddr] = wdata;
    		end
    	end
    end
    always @ (*)
    begin
    	if (rst == 1'b1)
    	begin
    		rdata1 = 32'h00000000;
    	end
    	else if (raddr1 == 5'b00000)
    	begin
    		rdata1 = 32'h00000000;
    	end
    	else if ((raddr1 == waddr) && (we == 1'b1) && (re1 == 1'b1))
    	begin
    		rdata1 = wdata;
    	end
    	else if (re1 == 1'b1)
    	begin
    		rdata1 = regs[raddr1];
    	end
    	else
    	begin
    		rdata1 = 32'h00000000;
    	end
    end
    always @ (*)
	begin
		if (rst == 1'b1)
			rdata2 = 32'h00000000;
		else if (raddr2 == 5'b00000)
			rdata2 = 32'h00000000;
		else if ((raddr2 == waddr) && (we == 1'b1) && (re2 == 1'b1))
			rdata2 = wdata;
		else if (re2 == 1'b1)
			rdata2 = regs[raddr2];
		else
			rdata2 = 32'h00000000;
	end
endmodule
File: ./run.sh
#!/bin/bash
# OpenROAD 26Q1-2900-gdf79404cd8, Yosys 0.63+post, stock flow scripts
make -C /OpenROAD-flow-scripts/flow DESIGN_CONFIG=/design/flow/config.mk WORK_HOME=/design/flow/orfs finish
==> CHANGELOG.md <==
## Implementation

* Die Area at 0.05983 mm2
* Endpoints left unconstrained at 992
* Fp util at 0.5081
* DRT antenna net count at 0
* # Max-Cap Violations at 0
* RSZ-0062 raised after global routing: no
* Ys cells at 3327
* WS Path Type: in -> out
* Die Ht at 244.6 um
* Tool Warnings at 33
* Register pins left without a clock at 992
* Switch share at 0.5564
* Gr ovfl total at 0
* Synth Cell Area at 0.02943 mm2
* Period utilization at 0.9520
* Row count at 88
* Yosys warning count at 2
* Peak supply drop at 0.03537 mV
* Main synth FF type: dlxtn_1
* Largest net degree at the start of global routing at 42
* Critical Path RT at 6.88 ns
* Pwr Density at 36.89 mW/mm2
* Top cells excl fill/tap: 992 x dlxtn_1, 588 x a22oi_1, 387 x and3_1
* Psw at 671.7 uW
* Internal at 535.6 uW
* Cts repair resizes at 0
* Setup Buffers After CTS at 0
* Outcome: finished, final reports clean
* Final hold vios at 0
* Most frequent logic cell in the layout: dlxtn_1
* Fin crit period at 8.187 ns
* Setup_tns at 0 ns
* Worst-margin pin slew at 1.444 ns
* Worst hold path class: in -> out
* Max_slew headroom at 0.03620
* Cell count after synthesis at 3327
* Critical Path Sink Type: output pin
* Total track usage at 0.6668
* YS chip area at 0.02943 mm2
* Total chip power at 1.207 mW
* First-pass GRT wire length at 261900 um
* Area Growth Syn to Fin at 11.19%
* Register bit total from synthesis at 992
* Max reg flops at 992
* CP startpoint kind: input pin
* DP Wirelength at 110300 um
* Initial antenna violation count at 22
* Leak Pwr at 15.13 nW
* DRT Pass-1 Iters at 10
* IO Pins at 116
* Routed wire length at 194600 um
* Asr flop ratio synth at 0
* Yosys cell types at 70
* Syn avg cell area at 8.846 um2
* Vias in the first global route at 33120
* IO buf count at 115
* Number of DRC markers in iteration 0 at 5283
* Layout cell share with drive strength beyond 1 at 0.1125
* Core area at 0.05792 mm2
* Total number of vias at 35320
* Max Fclk at 122.1 MHz
* Residual DRC at 0
* Crit path max fanout at 41
* DR WL/cell at 46.42 um
* Crit path DAT at 6.47 ns
* Routed vias/inst at 8.425
* Flip-flops with a built-in enable at 0
* GPL Wtd Cong at 1.108
* Slew Viols, Final at 0
* Final Setup Violations at 0
* Die Wd at 244.6 um
* Hold Buf Count CTS at 0
==> cells by family after synthesis <==
logic type | share of synthesized area
compound gates | 0.2454
buf+inv | 0.04158
latches | 0.5063
mux | 0.003146
xor+xnor | 0.002083
simple gates | 0.2016
==> cell usage after synthesis (6+ instances only) <==
master,number,share of area
nor2b_1,9,0.0019
a32oi_1,9,0.0027
nand2_1,188,0.024
nor4_1,62,0.013
a21oi_1,29,0.0049
nand3b_1,14,0.0036
or3b_2,7,0.0021
nand3_1,123,0.021
inv_1,9,0.0011
buf_1,10,0.0013
a2111oi_0,128,0.038
buf_4,8,0.0020
nand2b_1,11,0.0023
o21ai_1,26,0.0044
mux2i_1,7,0.0024
clkbuf_1,175,0.022
a31o_2,18,0.0054
nor2_2,9,0.0019
nand4b_1,7,0.0021
and3b_1,6,0.0018
nand4_1,115,0.024
a22oi_1,588,0.15
a221oi_1,29,0.0086
dlxtn_1,992,0.51
nor3_1,12,0.0020
nor2_1,66,0.0084
nor3b_1,13,0.0033
and3_1,388,0.082
o21ai_0,110,0.019
buf_2,78,0.013
a211oi_1,6,0.0015
==> final timing paths <==
path,start,endpoint,slack (ns),cells past startpoint
min,re2,rdata2[29],4.54,6
max,raddr1[1],rdata1[14],0.41,10
==> metal layers <==
layer  vias to the layer above  wire length [um]  track usage
li1                      12960                 -            -
met1                     16140             60330       0.7397
met2                      4369             68540       0.7986
met3                      1788             41820       0.5556
met4                        57             22550       0.5070
met5                         -              1354       0.1789
==> worst max-delay path, cell delays in order <==
cell and delay [ns]:
clkdlybuf4s50_1 0.88, buf_4 0.43, nor2_4 0.23, buf_4 0.42, and3_1 0.28, a2111oi_0 0.44, nand3_1 0.16, nor4_1 1.12
o21ai_0 0.24, clkdlybuf4s50_1 0.46
==> final cells by class <==
class | instances | area [um2]
Antenna cell | 31 | 77.57
Multi-Input combinational cell | 2051 | 13840
Tap cell | 765 | 957.2
Inverter | 9 | 33.78
Timing Repair Buffer | 344 | 2918
Fill cell | 5093 | 25190
Sequential cell | 992 | 14890
==> per-stage QoR <==
stage	hold WS, ns	worst slack (ns)	utilization	instance area (um2)	cells
6_report	4.545	0.4127	0.5650	32720	4192
5_1_grt	4.619	0.4956	0.5642	32670	4172
4_1_cts	4.554	1.077	0.5636	32640	4160
3_5_place_dp	4.549	1.092	0.5636	32640	4160
3_3_place_gp	4.561	1.084	0.5636	32640	4160
2_1_floorplan	3.492	3.524	-	29430	3327
Power and IR drop assume default switching activity.
