==> ./design.v <==
`timescale 1ns / 1ps
module ex_mem(
	input wire clk,
	input wire rst,
	input wire [4:0] ex_wd,
	input wire ex_wreg,
	input wire [31:0] ex_wdata,
	input wire [5:0] stall,
	input wire [6:0] ex_opcode,
	input wire [14:12] ex_funct3,
	input wire [31:0] ex_mem_addr,
	input wire [31:0] ex_mem_reg_data,
	output reg [4:0] mem_wd,
	output reg mem_wreg,
	output reg [31:0] mem_wdata,
	output reg [6:0] mem_opcode,
	output reg [14:12] mem_funct3,
	output reg [31:0] mem_mem_addr,
	output reg [31:0] mem_mem_reg_data
    );
    always @ (posedge clk)
    begin
    	if ((rst == 1'b1) || (stall[3] == 1'b1 && stall[4] == 1'b0))
    	begin
    		mem_wd <= 5'b00000;
    		mem_wreg <= 1'b0;
    		mem_wdata <= 32'h00000000;
    		mem_opcode <= 7'b0000000;
    		mem_funct3 <= 3'b000;
    		mem_mem_addr <= 32'h00000000;
    		mem_mem_reg_data <= 32'h00000000;
    	end
    	else if (stall[3] == 1'b0)
    	begin
    		mem_wd <= ex_wd;
    		mem_wreg <= ex_wreg;
    		mem_wdata <= ex_wdata;
    		mem_opcode <= ex_opcode;
    		mem_funct3 <= ex_funct3;
    		mem_mem_addr <= ex_mem_addr;
    		mem_mem_reg_data <= ex_mem_reg_data;                                                                                                                                                                                                                                                                                                                                                                                                                                                                                                                                                                                                                                                                                                                                                                                                                                                                                                                                                                                                                                                                                                                                                                                                                                                                                                                                                                                                                                                                                                                                                                                                                                                                                                                                                                                                                                                                                                                                                                                                                                                                                                                                                                                                                                                                                                                                                                                                                                                                                                                                                                                                                                                                                                                                                                                                                                                                                                                                                                                                                                                                                                                                                                                                                                                                                                                                   
    	end
    end
endmodule
==> ./run.sh <==
#!/bin/bash
# OpenROAD 26Q1-2900-gdf79404cd8, Yosys 0.63+post, stock flow scripts
make -C /OpenROAD-flow-scripts/flow DESIGN_CONFIG=/design/flow/config.mk WORK_HOME=/design/flow/orfs finish
==> ./config.mk <==
export PLATFORM = sky130hd
export DESIGN_NAME = ex_mem
export DESIGN_NICKNAME = ex_mem
export VERILOG_FILES = /design/flow/design.v
export SDC_FILE = /design/flow/constraint.sdc
export NUM_CORES = 4
export LEC_CHECK = 1
export CORE_UTILIZATION = 30
==> ./constraint.sdc <==
current_design ex_mem

set clk_period 6.1
set clk_io_pct 0.2

create_clock -name clk0 -period $clk_period [get_ports {clk}]

set non_clock_inputs [all_inputs -no_clocks]
set_input_delay [expr $clk_period * $clk_io_pct] -clock clk0 $non_clock_inputs
set_output_delay [expr $clk_period * $clk_io_pct] -clock clk0 [all_outputs]
==> job_summary.md <==
## PnR job results

| Metric | Value |
|---|---|
| Syn Area/Cell | `8.784 um2` |
| Sequential area share after synthesis | `0.5136` |
| Clock buffer count from CTS | `9` |
| Clk latency of the worst-skew pair | `0.34 ns` |
| Routability congestion estimate from global placement | `0.7642` |
| Count of tool warnings | `31` |
| Fmax | `409.4 MHz` |
| Pleak | `2.417 nW` |
| Crit path launch type | `input port` |
| Synth unique cells | `9` |
| Setup TNS Final | `0 ns` |
| Vias in the first global route | `3,771` |
| Logic cell area | `0.001822 mm2` |
| Top FF cell, synth | `dfxtp_1` |
| CP Max Fanout | `63` |
| 1st-pass router iterations | `4` |
| WL per Instance | `13.60 um` |
| Vias | `4,071` |
| Met2 usage | `0.2310` |
| Crit path DAT | `2.72 ns` |
| Crit Path Class | `input port to register` |
| Clk root buf | `clkbuf_16` |
| Post-CTS Hold Buffers | `0` |
| Top cells by count | `a21oi_1 (112), dfxtp_1 (112), nand2b_1 (112), nand3_1 (112), clkbuf_1 (13)` |
| DIE AREA | `0.01504 mm2` |
| Top cells by area, synth | `dfxtp_1 (51%), nand2b_1 (16%), a21oi_1 (13%)` |
| Post-route ant nets | `0` |
| VDD IR-drop max | `0.1561 mV` |
| Setup violators final | `0` |
| Area of placed instances | `0.006584 mm2` |
| Clk buf depth | `2` |
| DRC violations left | `0` |
| Synth area leader | `dfxtp_1` |
| Simple-Gate Area Share | `0.2889` |
| First-pass GRT wire length | `18.36 mm` |
| Flops after synth | `112` |
| Setup WS pre-CTS | `3.309 ns` |
| Ys cells | `497` |
| Tightest Pin Transition | `0.8157 ns` |
| GR peak layer | `met2` |
| P&R area growth vs syn | `58.13%` |
| EDFF count, synth | `0` |
| Die X | `122.6 um` |
| Final cycle utilization of the critical path | `0.4004` |
| DRT iter0 DRCs | `330` |
| GRT Residual Overflow | `0` |
| Endpoints failing hold | `0` |
| CTS resizes | `0` |
| Tot GR Track Use | `0.1550` |
| Final HPWL from detailed placement | `7.644 mm` |
| Final min period | `2.443 ns` |
| Chip area in the Yosys report | `0.004365 mm2` |
| Met3 Use GR | `0.05313` |
| Setup WS post-layout | `3.657 ns` |
| Io pins | `232` |
| Crit path capture type | `register` |
| Die Y-Extent | `122.6 um` |
| Final Core Density | `0.4916` |
| Register area | `0.002242 mm2` |
| Largest net degree at the start of global routing | `105` |
| CTS sink cnt | `112` |
| RSZ-0062 raised after global routing | `no` |
| Final WL | `11.90 mm` |
| Worst hold path type | `register to register` |
| Max-cap violations | `0` |
| CTS tree | `built` |
| Slew Limit Fails | `0` |
| Post-synth top area share | `0.5136` |
| Met1 usage | `0.2218` |
| Top logic family | `simple AND/OR/NAND/NOR gates` |
| Synthesized area | `0.004365 mm2` |
| Mux frac, synth | `0` |
| Synth Area in Compound Gates | `0.1284` |
| Adder-Cell Fraction of Synth Area | `0` |
| Required @ worst endpoint | `6.37 ns` |
| Post-CTS Setup Inserts | `0` |
| Outcome | `completed` |
| Xor/xnor share | `0` |
| Initial antenna violation count | `0` |
| Synth async-reset ratio | `0` |
| # rows | `43` |
| Cells after Synth | `497` |
| Fillcell total | `1,272` |
| Final Cell Area | `0.006903 mm2` |
| Antenna cell count | `0` |
| Floorplan-stage core utilization | `0.3109` |
| Pwr per Cell Area | `236.7 mW/mm2` |
| Relative slew margins | `0.4562` |
| Drt via density | `4.653` |
| Std-Cell Core Area | `0.01404 mm2` |
| Yosys warning count | `1` |
| Clock-pin slew on the worst setup and hold paths | `0.07 ns` |
| Layout cell share with drive strength beyond 1 | `0.03165` |
| Port Buffers | `227` |
| H-tree levels | `3` |
| Clock skew | `0 ns` |
-- kinds of logic (layout without fill, tap and decap cells) --
kind of cell	after synthesis	after routing
AOI/OAI and AO/OA	112	112
buffers and inverters	49	247
DFF	112	112
and+or+nand+nor	224	224
-- cells in the final DEF, fill, tap and decap left out, drive strengths merged --
master	n
nand3	112
clkinv	1
clkbuf	14
buf	7
clkdlybuf4s50	224
bufinv	1
nand2b	112
a21oi	112
dfxtp	112
-- power by group --
group	switching (mW)	leakage (nW)	internal, mW
sequential	0.0174	0.922	0.767
clock	0.258	0.159	0.363
combinational	0.0769	1.34	0.152
total	0.352	2.42	1.28
-- flip-flops by register name, indices dropped and copies added, names as in the netlist --
name,flops
mem_mem_addr,32
mem_mem_reg_data,32
mem_wdata,32
mem_opcode,7
mem_wd,5
mem_funct3,3
mem_wreg,1
-- critical path: stages --
cell	delay [ns]
buf_4	0.45
buf_4	0.65
nand3_1	0.15
a21oi_1	0.19
-- worst paths after layout --
kind                                     startpoint                                 to  slack, ns  cells past startpoint
setup / recovery                           stall[4]  mem_mem_reg_data[31]$_SDFFE_PP0N_       3.66                      4
hold reg to reg   mem_mem_reg_data[28]$_SDFFE_PP0N_  mem_mem_reg_data[28]$_SDFFE_PP0N_       0.47                      2
setup reg to reg   mem_mem_reg_data[9]$_SDFFE_PP0N_   mem_mem_reg_data[9]$_SDFFE_PP0N_       5.42                      2
hold / removal    mem_mem_reg_data[28]$_SDFFE_PP0N_  mem_mem_reg_data[28]$_SDFFE_PP0N_       0.47                      2
-- stage by stage --
stage,std cells,hold slack [ns],power [mW]
global route,875,0.5013,1.714
global placement,859,0.4599,1.028
detailed placement,859,0.4645,1.032
floorplan,497,0.4335,0.8812
CTS,875,0.4741,1.664
finish,875,0.4682,1.634
-- area by class of cell --
cell class	instances	area share
timing repair buffer	231	0.3324
sequential	112	0.3248
multi-input combinational	336	0.2639
clock buffer	14	0.04115
tap	180	0.03263
clock inverter	2	0.005075
-- per-layer routing --
layer | up-vias | part of all wire
li1 | 2071 | -
met1 | 1836 | 0.46
met2 | 147 | 0.43
met3 | 17 | 0.094
met4 | 0 | 0.021
met5 | - | 0
Power and IR drop assume default switching activity.
